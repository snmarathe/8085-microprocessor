==> design/flow/design.v <==
module program_counter (
	input clk, rst, 
	input increment, 	 
	input set, 		 
	input[15:0] addr,		 
	output reg[15:0] addr_out	 
);
	always @ (posedge clk)
	begin
		if (rst) addr_out <= 16'd0;	 
		else if (set) addr_out <= addr;	 
		else if (increment) addr_out <= addr_out + 1'b1;	 
		else addr_out <= addr_out;
	end
endmodule
==> design/flow/run.sh <==
#!/bin/bash
# OpenROAD 26Q1-2900-gdf79404cd8, Yosys 0.63+post, stock flow scripts
make -C /OpenROAD-flow-scripts/flow DESIGN_CONFIG=/design/flow/config.mk WORK_HOME=/design/flow/orfs finish
==> design/flow/config.mk <==
export PLATFORM = sky130hd
export DESIGN_NAME = program_counter
export DESIGN_NICKNAME = program_counter
export VERILOG_FILES = /design/flow/design.v
export SDC_FILE = /design/flow/constraint.sdc
export NUM_CORES = 4
export LEC_CHECK = 1
export CORE_AREA = 10 10 80 80
export DIE_AREA = 0 0 90 90
==> design/flow/constraint.sdc <==
current_design program_counter

set clk_period 1.9
set clk_io_pct 0.2

create_clock -name clk0 -period $clk_period [get_ports {clk}]

set non_clock_inputs [all_inputs -no_clocks]
set_input_delay [expr $clk_period * $clk_io_pct] -clock clk0 $non_clock_inputs
set_output_delay [expr $clk_period * $clk_io_pct] -clock clk0 [all_outputs]
==> reports/metrics.yaml <==
global_routing:
  grt_max_degree: 30
  grt_util_all_layers: 0.0623
  grt_antenna_before_repair: 0
  grt_pass1_wl_mm: 4.24
  grt_overflow: 0
  first_global_vias: 872
floorplan:
  die_x_um: 90
  io_pins: 36
  chipArea_mm2: 0.00810
  fp_util: 0.208
  core_mm2: 0.00472
  rows: 25
  dieHeight_um: 90
yosys:
  ys_chip_area_um2: 985
  ys_seq_share: 0.325
  async_flop_share: 0
  synth_cells: 112
  yosys_warnings: 1
  synth_area_um2: 985
  ys_cells: 112
  synth_cell_types: 21
  edf_count: 0
  avgSynthCellArea_um2: 8.79
  ys_ff: 16
  flop_cell: "dfxtp_1"
power:
  power.leakage_nw: 0.606
  power_per_cell_area_mw_per_mm2: 585
  vdd_ir_drop_max_mv: 0.203
critical_path:
  timing.rr.end: "addr_out[12]"
  cp_data_required_time_ps: 2080
  critPathLaunch: "increment"
  reg2reg_slack_ps: 390
  r2r_start: "addr_out[0]"
  endpoint_kind: "flop"
  critPathMaxFanout: 12
  worstSetupPathType: "input port to flop"
  critPathArrivalTime_ps: 1830
  worstSetupStartpointType: "input port"
  r2r_cells: 5
clocking:
  cts_tree: "yes"
  cts_hold_buffers: 0
  clock.latency.late_pin_ps: 250
  clk_pin_slew_ps: 70
  numCtsBuffers: 3
  cts_root_buf: "clkbuf_8"
  ctsResizeCount: 0
  clockBufferDepth: 2
  cts_sinks: 16
  cts_setup_buffers: 0
  htree_levels: 1
timing:
  max_freq_mhz: 606
  fin_crit_sh: 0.868
  relSlewSlack: 0.801
  tightestPinTransition_ps: 298
  finalSetupViolCount: 0
  drv_slew: 0
  period_minus_slack_ps: 1650
  rsz0062_at_grt: "no"
  skew_ps: 0.335
  hold_viol_final: 0
  fin_tns_setup_ps: 0
worst_hold_path:
  hold_class: "flop to flop"
  min-delay-start: "addr_out[15]"
  holdPathStages: 2
  min_to: "addr_out[15]"
routing:
  routed_wl_mm: 2.60
  vias: 867
  drtAntennaViolNets: 0
  drt_iter0_markers: 47
  drt-pass1-iter-count: 4
  drc: 0
  viasPerCell: 4.03
  diodes: 0
  wl_per_cell_um: 12.1
placement:
  dp_cells: 211
  gp_congestion: 0.757
  portBuffers: 35
  hpwl_mm: 2.06
cells_and_area:
  largest_register_ffs: 16
  final_common_cell: "clkdlybuf4s50_1"
  drive_above_1_share: 0.108
  mostFrequentLayoutCells: "clkdlybuf4s50_1, dfxtp_1, a21oi_1, inv_1, o21a_1"
  area_growth_pct: 49.8
  final_cells: 215
  top_regs: "addr_out: 16 flops"
  top_register: "addr_out"
  fillerInstances: 500
run:
  drv_cap: 0
  warnings: 25
outcome:
  status: "finished, final reports clean"
how the worst max path moves through the flow:
stage | endpoint | depth (start not counted)
6_report | addr_out[5] | 5
5_1_grt | addr_out[5] | 5
4_1_cts | addr_out[15] | 5
routing by layer:
layer | vias to the layer above | global-route usage | wire length, µm
met5 | - | 0 | 0
met4 | 0 | 0.0106 | 30
met3 | 2 | 0.0151 | 117
met2 | 21 | 0.0981 | 1200
met1 | 388 | 0.0858 | 1250
li1 | 456 | - | -
report_power, final:
group          switching [mW]  total [mW]  internal [mW]
clock                   0.120       0.304          0.184
combinational          0.0539       0.166          0.112
sequential             0.0337       0.392          0.359
cells in the mapped netlist, types with 3 or more instances:
cell type	number	area, µm²
nand4_1	4	25.0
nand3_1	3	15.0
nor3_1	4	20.0
nand2_1	5	18.8
o21a_1	10	75.1
nor4_2	4	50.1
xnor2_1	5	43.8
inv_1	13	48.8
a21oi_1	13	65.1
mux2i_1	4	40.0
nor2_1	7	26.3
clkbuf_1	5	18.8
dfxtp_1	16	320
xor2_1	9	78.8
metrics by stage:
| stage | utilization | power [mW] | setup WS [ps] | hold WS, ps | instance area (µm²) |
|---|---|---|---|---|---|
| finish | 0.312 | 0.863 | 250 | 609 | 1480 |
| global route | 0.312 | 0.917 | 136 | 636 | 1480 |
| CTS | 0.312 | 0.879 | 254 | 614 | 1480 |
| detailed placement | 0.301 | 0.570 | -16.5 | 591 | 1420 |
| global placement | 0.301 | 0.569 | -0.402 | 582 | 1420 |
| floorplan | - | 0.461 | 518 | 523 | 985 |
cells by family (layout without fill, tap and decap cells):
| kind of cell | after synthesis | after routing | share of synthesized area |
|---|---|---|---|
| compound gates | 25 | 25 | 0.155 |
| xor+xnor | 14 | 14 | 0.125 |
| fa+ha+maj | 1 | 1 | 0.0127 |
| buf+inv | 20 | 56 | 0.0915 |
| flops | 16 | 16 | 0.325 |
| mux | 4 | 4 | 0.0407 |
| simple gates | 32 | 32 | 0.250 |
area by class of cell:
class	count	area (µm²)	area share
Multi-Input combinational cell	76	574	0.389
Timing Repair Buffer	39	393	0.266
Sequential cell	16	320	0.217
Tap cell	67	83.8	0.0568
Clock buffer	4	55.1	0.0373
Inverter	13	48.8	0.0331
critical path, cell delays in order:
cell,delay [ps]
clkdlybuf4s50_1,520
nand4_4,250
or3_1,380
a21o_1,180
a21oi_1,120
Power is estimated from default activity; no workload was simulated.
